**flow/config.mk**
```make
export PLATFORM = sky130hd
export DESIGN_NAME = mult_n_bit6
export DESIGN_NICKNAME = mult_n_bit6
export VERILOG_FILES = /design/flow/design.v
export SDC_FILE = /design/flow/constraint.sdc
export NUM_CORES = 4
export LEC_CHECK = 1
export CORE_UTILIZATION = 50
```
**flow/run.sh**
```bash
#!/bin/bash
# OpenROAD 26Q1-2900-gdf79404cd8, Yosys 0.63+post, stock flow scripts
make -C /OpenROAD-flow-scripts/flow DESIGN_CONFIG=/design/flow/config.mk WORK_HOME=/design/flow/orfs finish
```
**flow/design.v**
```verilog
`timescale 1ns / 1ps
module mult_n_bit#(parameter X=4, H=4, DATA_WIDTH = 8)
						(
						input [0:(X*H*DATA_WIDTH)-1]a_in,
						input [0:(X*DATA_WIDTH)-1]b_in,
						output wire signed[0:(H*DATA_WIDTH)-1]c_out
						);
wire [DATA_WIDTH-1:0] A[0:H-1][0:X-1];
wire [DATA_WIDTH-1:0] B[0:X-1];
wire [(2*DATA_WIDTH)+1:0] C[0:H-1];
genvar m,n;
generate for(m=0;m<H;m=m+1)
begin: loop1
	for(n=0;n<X;n=n+1)
	begin: loop2
		assign A[m][n]=a_in[(((m*X)+n)*DATA_WIDTH)+:DATA_WIDTH];
	end
		assign c_out[(m*DATA_WIDTH)+:DATA_WIDTH]=C[m][11-:DATA_WIDTH];
end
endgenerate
genvar p;
generate for(p=0;p<X;p=p+1)
begin: loop3
assign B[p]=b_in[(p*DATA_WIDTH)+:DATA_WIDTH];
end
endgenerate
genvar i;
generate
for(i = 0;i < H;i = i+1)
begin:loop
		dadda4x4mul8b init1(A[i][0],B[0],A[i][1],B[1],A[i][2],B[2],A[i][3],B[3],C[i][17:7]);
		lower4x4app8b init2(A[i][0][6:0],B[0][6:0],A[i][1][6:0],B[1][6:0],
										A[i][2][6:0],B[2][6:0],A[i][3][6:0],B[3][6:0],C[i][6:0]);
end
endgenerate
endmodule
module dadda4x4mul8b( op1,op2,op3,op4,op5,op6,op7,op8,res  );
input [7:0] op1,op2,op3,op4,op5,op6,op7,op8;
output [10:0] res;
wire [7:0] pp[0:7];
wire [7:0] n[0:1];
wire [7:0] m[0:1];
wire [7:0] p[0:1];
wire [7:1] q[0:1];
wire [8:0] k[0:1];
wire [8:1] s[0:1];
wire [9:3] crr;
dadda8x8upper init1(op1,op2,{pp[0],pp[1]});
dadda8x8upper init2(op3,op4,{pp[2],pp[3]});
dadda8x8upper init3(op5,op6,{pp[4],pp[5]});
dadda8x8upper init4(op7,op8,{pp[6],pp[7]});
genvar i;
generate for(i = 0;i<8;i = i+1) 
begin:level_1
	FA fa1n(.a(pp[0][i]),.b(pp[1][i]),.cin(pp[2][i]),.sum(n[0][i]),.cout(n[1][i]));
	FA fa1m(.a(pp[3][i]),.b(pp[4][i]),.cin(pp[5][i]),.sum(m[0][i]),.cout(m[1][i]));
end
for(i = 0;i<8;i = i+1)
begin:level_2_p
	FA fa2p(.a(pp[6][i]),.b(pp[7][i]),.cin(n[0][i]),.sum(p[0][i]),.cout(p[1][i]));
end
for(i = 1;i<8;i = i+1)
begin:level_2_q
	FA fa2q(.a(n[1][i-1]),.b(m[0][i]),.cin(m[1][i-1]),.sum(q[0][i]),.cout(q[1][i]));
end
HA ha30(.a(p[0][0]),.b(m[0][0]),.sum(k[0][0]),.cout(k[1][0]));
for(i = 1;i<8;i = i+1)
begin:level_3
	FA fa3k(.a(p[0][i]),.b(p[1][i-1]),.cin(q[0][i]),.sum(k[0][i]),.cout(k[1][i]));
end
FA fa38(.a(n[1][7]),.b(p[1][7]),.cin(m[1][7]),.sum(k[0][8]),.cout(k[1][8]));
assign res[0] = k[0][0];
HA ha41(.a(k[0][1]),.b(k[1][0]),.sum(s[0][1]),.cout(s[1][1]));
for(i = 2;i<9;i = i+1)
begin:level_4
	FA fa4s(.a(k[0][i]),.b(k[1][i-1]),.cin(q[1][i-1]),.sum(s[0][i]),.cout(s[1][i]));
end
assign res[1] = s[0][1];
HA ha52(.a(s[0][2]),.b(s[1][1]),.sum(res[2]),.cout(crr[3]));
for(i = 3;i<9;i = i+1)
begin:level_5
	FA fa5r(.a(s[0][i]),.b(s[1][i-1]),.cin(crr[i]),.sum(res[i]),.cout(crr[i+1]));
end
FA fa59(.a(k[1][8]),.b(s[1][8]),.cin(crr[9]),.sum(res[9]),.cout(res[10]));
endgenerate
endmodule
module dadda8x8upper(  a,b,pp  );
input [7:0] a,b;
output [15:0] pp;
wire [35:0] p;
wire [9:7] n1 [1:0];
wire [10:8] q2 [1:0];
wire [11:7] n2 [1:0];
wire [12:7] n3 [1:0];
wire [13:7] n4 [1:0];
genvar i,j;
generate
for(i = 0;i<8;i= i+1)
begin:loop_a
	for(j = 0;j <= i;j = j+1)
	begin:loop_b
		assign p[((i*(i+1))/2) + j] = a[i]&b[7-i+j];
	end
end
endgenerate
FA fa01(p[28],p[21],p[15],n1[0][7],n1[1][7]);
FA fa02(p[29],p[22],p[16],n1[0][8],n1[1][8]);
HA ha01(p[30],p[23],n1[0][9],n1[1][9]);
FA fa11(p[10],p[6],p[3],n2[0][7],n2[1][7]);
FA fa12(p[11],p[7],p[4],n2[0][8],n2[1][8]);
FA fa13(p[17],p[12],p[8],n2[0][9],n2[1][9]);
FA fa14(p[31],p[24],p[18],n2[0][10],n2[1][10]);
FA fa15(p[32],p[25],p[19],n2[0][11],n2[1][11]);
HA ha11(p[2],n1[0][8],q2[0][8],q2[1][8]);
FA fa16(p[5],n1[0][9],n1[1][8],q2[0][9],q2[1][9]);
FA fa17(p[13],p[9],n1[1][9],q2[0][10],q2[1][10]);
HA ha21(p[1],p[0],n3[0][7],n3[1][7]);
FA fa21(n2[0][8],n2[1][7],q2[0][8],n3[0][8],n3[1][8]);
FA fa22(n2[0][9],n2[1][8],q2[0][9],n3[0][9],n3[1][9]);
FA fa23(n2[0][10],n2[1][9],q2[0][10],n3[0][10],n3[1][10]);
FA fa24(p[14],n2[0][11],n2[1][10],n3[0][11],n3[1][11]);
FA fa25(p[33],p[26],p[20],n3[0][12],n3[1][12]);
HA ha31(n2[0][7],n1[0][7],n4[0][7],n4[1][7]);
FA fa31(n1[1][7],n3[0][8],n3[1][7],n4[0][8],n4[1][8]);
FA fa32(q2[1][8],n3[0][9],n3[1][8],n4[0][9],n4[1][9]);
FA fa33(q2[1][9],n3[0][10],n3[1][9],n4[0][10],n4[1][10]);
FA fa34(q2[1][10],n3[0][11],n3[1][10],n4[0][11],n4[1][11]);
FA fa35(n2[1][11],n3[0][12],n3[1][11],n4[0][12],n4[1][12]);
FA fa36(p[34],p[27],n3[1][12],n4[0][13],n4[1][13]);
assign pp = {p[35],n4[0],n4[1],n3[0][7]};
endmodule
module FA( a,b,cin,sum,cout  );
input a,b,cin;
output sum,cout;
wire s1,c1,c2;
xor(s1,a,b);
xor(sum,s1,cin);
and(c1,a,b);
and(c2,s1,cin);
or(cout,c1,c2);
endmodule
module HA(a,b,sum,cout    );
input a,b;
output sum,cout;
and(cout,a,b);
xor(sum,a,b);
endmodule
module lower4x4app8b( op1,op2,op3,op4,op5,op6,op7,op8,res  );
input [6:0] op1,op2,op3,op4,op5,op6,op7,op8;
output [6:0] res;
wire [6:0] pp[0:3];
applowergeneric #(7) init1(op1,op2,pp[0]);
applowergeneric #(7) init2(op3,op4,pp[1]);
applowergeneric #(7) init3(op5,op6,pp[2]);
applowergeneric #(7) init4(op7,op8,pp[3]);
genvar i;
generate
for(i = 0;i<7;i = i+1)
begin:or_array
	assign res[i] = pp[0][i]|pp[1][i]|pp[2][i]|pp[3][i];
end
endgenerate
endmodule
module applowergeneric #(parameter width = 7)( a,b,c );
input [width-1:0] a,b;
output [width-1:0] c;
wire [(width*(width+1)/2)-1:0] pp;	 
genvar i,j;
generate 
for(i = 0;i<width;i = i+1)
begin:loop_1
	for(j = 0;j<=i;j = j+1)
	begin:loop_2
		assign pp[((i*(i+1))/2) + j] = a[i]&b[j];
	end
end
endgenerate
assign c[0] = pp[0];
genvar k;
generate 
for(k = 1;k<width;k = k+1)
begin:loop_3
	assign c[k] = |pp[(k*(k+3))/2:(k*(k+1))/2];
end
endgenerate
endmodule
`timescale 1ns / 1ps
module mult_n_bit6#(parameter X=6, H=6, DATA_WIDTH = 8)
						(
						input [0:(X*H*DATA_WIDTH)-1]a_in,
						input [0:(X*DATA_WIDTH)-1]b_in,
						output wire signed[0:(H*DATA_WIDTH)-1]c_out
						);
wire [DATA_WIDTH-1:0] A[0:H-1][0:X-1];
wire [DATA_WIDTH-1:0] B[0:X-1];
wire [(2*DATA_WIDTH)+1:0] C[0:H-1];
genvar m,n;
generate for(m=0;m<H;m=m+1)
begin: loop1
	for(n=0;n<X;n=n+1)
	begin: loop2
		assign A[m][n]=a_in[(((m*X)+n)*DATA_WIDTH)+:DATA_WIDTH];
	end
		assign c_out[(m*DATA_WIDTH)+:DATA_WIDTH]=C[m][11-:DATA_WIDTH];
end
endgenerate
genvar p;
generate for(p=0;p<X;p=p+1)
begin: loop3
assign B[p]=b_in[(p*DATA_WIDTH)+:DATA_WIDTH];
end
endgenerate
genvar i;
generate
for(i = 0;i < H;i = i+1)
begin:loop
		dadda6x6mul8b init1(A[i][0],B[0],A[i][1],B[1],A[i][2],B[2],A[i][3],B[3],A[i][4],B[4],A[i][5],B[5],C[i][17:7]);
		lower6x6app8b init2(A[i][0][6:0],B[0][6:0],A[i][1][6:0],B[1][6:0],A[i][2][6:0],B[2][6:0],A[i][3][6:0],B[3][6:0],A[i][4][6:0],B[4][6:0],A[i][5][6:0],B[5][6:0],C[i][6:0]);
end
endgenerate
endmodule
module dadda6x6mul8b( op1,op2,op3,op4,op5,op6,op7,op8,op9,op10,op11,op12,res
    );
input [7:0] op1,op2,op3,op4,op5,op6,op7,op8,op9,op10,op11,op12;
output [11:0] res;
wire [7:0] pp[0:11];
wire [7:0] m[0:3];
wire [8:1] n[0:3];
wire [7:0] p[0:1];
wire [7:0] q[0:1];
wire [7:0] r[0:1];
wire [7:0] s[0:1];
wire [7:0] k[0:1];
wire [7:0] z[0:1];
wire [6:0] cr;
dadda8x8upper init1(op1,op2,{pp[0],pp[1]});
dadda8x8upper init2(op3,op4,{pp[2],pp[3]});
dadda8x8upper init3(op5,op6,{pp[4],pp[5]});
dadda8x8upper init4(op7,op8,{pp[6],pp[7]});
dadda8x8upper init5(op9,op10,{pp[8],pp[9]});
dadda8x8upper init6(op11,op12,{pp[10],pp[11]});
genvar i,j;
generate;
for(i = 0;i<=7;i = i+1)
begin:level_1_i
	for(j = 0;j<=3;j = j+1)
	begin:level_1_j
		FA fa1nm(.a(pp[3*j][i]),.b(pp[3*j+1][i]),.cin(pp[3*j+2][i]),.sum(m[j][i]),.cout(n[j][i+1]));
	end
end
for(i = 0;i<=7;i=i+1)
begin:level_2
	FA fa20(.a(m[0][i]),.b(m[1][i]),.cin(m[2][i]),.sum(p[0][i]),.cout(q[0][i]));
	FA fa21(.a(n[0][i+1]),.b(n[1][i+1]),.cin(n[2][i+1]),.sum(p[1][i]),.cout(q[1][i]));
end
HA ha20(.a(p[0][0]),.b(m[3][0]),.sum(s[0][0]),.cout(r[0][0]));
HA ha21(.a(q[0][0]),.b(n[3][1]),.sum(s[1][0]),.cout(r[1][0]));
for(i = 1;i<8;i = i+1)
begin:level_3
	FA fa30(.a(p[0][i]),.b(m[3][i]),.cin(p[1][i-1]),.sum(s[0][i]),.cout(r[0][i]));
	FA fa31(.a(q[0][i]),.b(n[3][i+1]),.cin(q[1][i-1]),.sum(s[1][i]),.cout(r[1][i]));
end
for(i = 0;i<=6;i = i+1)
begin:level_4
	FA fa4(.a(s[0][i+1]),.b(s[1][i]),.cin(r[0][i]),.sum(k[0][i]),.cout(k[1][i]));
end
FA fa47(.a(p[1][7]),.b(s[1][7]),.cin(r[0][7]),.sum(k[0][7]),.cout(k[1][7]));
for(i = 0; i<= 6;i = i+1)
begin:level_5
	FA fa5(.a(k[0][i+1]),.b(k[1][i]),.cin(r[1][i]),.sum(z[0][i]),.cout(z[1][i]));
end
FA fa57(.a(q[1][7]),.b(k[1][7]),.cin(r[1][7]),.sum(z[0][7]),.cout(z[1][7]));
assign res[0] = s[0][0];
assign res[1] = k[0][0];
assign res[2] = z[0][0];
HA ha53(.a(z[0][1]),.b(z[1][0]),.sum(res[3]),.cout(cr[0]));
for(i = 1;i<=6;i = i+1)
begin:level_6_rca
		FA fa6(.a(z[0][i+1]),.b(z[1][i]),.cin(cr[i-1]),.sum(res[i+3]),.cout(cr[i]));
end
HA ha510(.a(z[1][7]),.b(cr[6]),.sum(res[10]),.cout(res[11]));
endgenerate
endmodule
module lower6x6app8b( op1,op2,op3,op4,op5,op6,op7,op8,op9,op10,op11,op12,res
    );
input [6:0] op1,op2,op3,op4,op5,op6,op7,op8,op9,op10,op11,op12;
output [6:0] res;
wire [6:0] pp [0:5];
applowergeneric #(7) init1(op1,op2,pp[0]);
applowergeneric #(7) init2(op3,op4,pp[1]);
applowergeneric #(7) init3(op5,op6,pp[2]);
applowergeneric #(7) init4(op7,op8,pp[3]);
applowergeneric #(7) init5(op9,op10,pp[4]);
applowergeneric #(7) init6(op11,op12,pp[5]);
genvar i;
generate
for(i = 0;i<7;i = i+1)
begin:or_array
	assign res[i] = pp[0][i]|pp[1][i]|pp[2][i]|pp[3][i]|pp[4][i]|pp[5][i];
end
endgenerate
endmodule
```
**flow/constraint.sdc**
```tcl
current_design mult_n_bit6

set clk_period 8.0
set clk_io_pct 0.2

create_clock -name clk0 -period $clk_period

set non_clock_inputs [all_inputs -no_clocks]
set_input_delay [expr $clk_period * $clk_io_pct] -clock clk0 $non_clock_inputs
set_output_delay [expr $clk_period * $clk_io_pct] -clock clk0 [all_outputs]
```
==> results.py <==
# Flow results
metrics = {
    "final_layout": {
        "ff_count": 0,
        "stdcell_count": 4945,
        "n_clock_buffer": 0,
        "syn_to_final_growth_pct": 36.35,
        "final_util": 0.6955,
        "layout-drive-gt1-share": 0.2322,
        "regArea_um2": 0,
        "stdcell_area_um2": 40440,
    },
    "final_timing": {
        "max_freq_mhz": 104.8,
        "fin_hold_ws_ns": 4.139,
        "rsz0062_at_grt": "true",
        "finalCriticalPeriod_ns": 9.544,
        "finalMaxSlewViolations": 0,
        "final.setup.worst_slack_ns": -1.544,
        "maxSlewHeadroom": 0.3707,
        "hold_viol": 0,
        "worst_pin_slew_ns": 0.9317,
        "setup_viol": 20,
        "min_period_over_period": 1.193,
    },
    "global_routing": {
        "grt_max_degree": 22,
        "antenna_found_initial": 14,
        "track_usage": 0.4882,
        "grt_overflow_total": 0,
        "grt_pass1_vias": 29869,
        "grt_pass1_wl_mm": 192.2,
    },
    "route": {
        "vias": 27270,
        "viasPerCell": 5.515,
        "drcViolationCount": 0,
        "first_pass_iters": 7,
        "drt-initial-drc-count": 1739,
        "drtAntennaViolNets": 0,
        "wl_per_cell_um": 27.43,
        "drt_wl_total_mm": 135.6,
    },
    "logic_synthesis": {
        "ys_chip_area_um2": 29650,
        "synthCells": 3373,
        "synthesis.area_um2": 29650,
        "synth.top_cell.area_share": 0.4739,
        "yosysUniqueCellTypes": 44,
        "yosys.area_share.aoi": 0.02532,
        "yosysCellCount": 3373,
        "postSynthAreaPerCell_um2": 8.792,
        "largest_area_cell": "fa_1",
        "simple_gate_share": 0.2174,
        "synth_warnings": 4,
        "top_cell": "fa_1",
        "synthAdderAreaFrac": 0.5423,
        "topCellsByArea": "fa_1, and2_1, inv_1, xnor2_1, ha_1",
        "ys_seq_frac": 0,
        "xor_area_frac": 0.1038,
        "common_cells": "fa_1, inv_1, and2_1",
        "synthMuxAreaShare": 0,
        "synth.logic.top_family": "adder cells",
    },
    "die": {
        "num_rows": 88,
        "die_area_um2": 60290,
        "fp_util": 0.5101,
        "core-area_um2": 58140,
        "io_pins": 384,
        "die_w_um": 245.5,
        "die_h_um": 245.5,
    },
    "setup_path": {
        "cp.buffers_inverters": 6,
        "path_class": "input port to output port",
        "cp_slowest_stage_delay_ns": 0.58,
        "cp.required_ns": 6.40,
        "arrival_ns": 7.94,
        "end_kind": "output port",
        "cp_slowest_cell": "fa_1",
        "crit_path_cell_trace": "clkdlybuf4s15_1 -> and2_4 -> fa_2 -> ha_1 -> inv_1 -> fa_1 -> inv_1 -> fa_1 -> inv_2 -> fa_2 -> fa_1 -> fa_1 -> fa_2 -> inv_1 -> fa_1 -> ha_4 -> xor2_4 -> xnor2_2 -> xnor2_2 -> xnor2_1 -> xnor2_1 -> xnor3_1 -> clkbuf_2",
        "crit_top_cell": "fa_1",
        "cp_max_fo": 3,
        "start_kind": "input port",
        "path_delay_family": "adder cells",
    },
    "outcome": {
        "outcome": "finished, violations left",
        "violations": "setup timing",
    },
    "power_and_ir_drop": {
        "p_leak_nw": 18.06,
        "total_power_mw": 23.96,
        "power_density_nw_per_um2": 592.5,
        "ir_worst_vdd_uv": 2215,
    },
    "job": {
        "maxCapViolCount": 0,
        "tool_warnings": 35,
    },
    "placement": {
        "globalplace.congestion": 1.038,
        "dp_cells": 4813,
        "port_buffers": 384,
        "place.detailed.hpwl_mm": 101.7,
        "place_area_um2": 38110,
    },
    "min_path": {
        "holdCritPathClass": "input port to output port",
    },
}
-- worst paths after layout --
path              slack [ns]  cells past startpoint       from   endpoint
hold / removal          4.14                      5  a_in[193]  c_out[37]
setup / recovery       -1.54                     23  a_in[208]  c_out[32]
-- where the power goes --
| part | internal [mW] | total [mW] | switching, mW |
|---|---|---|---|
| Sequential | 0 | 0 | 0 |
| Clock | 0.000000108 | 0.000000108 | 0 |
| Combinational | 13.4 | 24.0 | 10.6 |
-- per-layer routing --
metal	GRT usage	up-vias	share of wire
met1	0.5929	13217	0.33
met2	0.6853	2061	0.43
met5	0.03922	-	0.0025
met4	0.2384	13	0.073
li1	-	11439	-
met3	0.3098	540	0.17
-- final cells by class --
class | instances | area, um2
tap | 765 | 957.2
timing repair buffer | 947 | 9539
inverter | 685 | 2571
antenna | 24 | 60.06
fill | 4203 | 17700
multi-input combinational | 2524 | 27310
-- cell families after synthesis --
group,after synthesis
compound gates,108
xor+xnor,342
fa+ha+maj,864
buf+inv,849
simple gates,1210
-- metrics by stage --
step / setup TNS [ns] / setup slack (ns)
finish: -14.98 / -1.544
global route: -17.16 / -1.732
CTS: -17.41 / -1.749
detailed placement: -30.23 / -2.191
global placement: -29.66 / -2.104
floorplan: -8.104 / -1.093
-- repair_timing --
action | CTS | global route
pin swaps | 267 | 173
setup buffers | 81 | 15
resized | 535 | 151
cloned | 20 | 1
hold buffers | 0 | 0
setup endpoints to repair | 24 | 24
-- cell usage in the layout, fill, tap and decap left out, drive strengths merged, types with 11 or more instances in the layout --
cell | Yosys | layout
fa | 702 | 702
inv | 685 | 685
and2 | 667 | 667
buf | 32 | 602
nand2 | 440 | 440
xnor2 | 280 | 280
clkdlybuf4s50 | 0 | 208
ha | 162 | 162
dlygate4sd2 | 0 | 92
xor2 | 56 | 56
o21ai | 34 | 34
diode | 0 | 24
nand4 | 24 | 24
o31ai | 16 | 16
or3 | 14 | 14
a22oi | 14 | 14
bufbuf | 0 | 13
clkbuf | 132 | 13
nor2 | 12 | 12
o41ai | 11 | 11
Power and IR drop assume default switching activity.
