<file path="flow/design.v">
`timescale 1ns / 1ps
module Diff#(parameter DATA_WIDTH = 8)
				(input [DATA_WIDTH-1:0]in,
				 output [DATA_WIDTH-1:0]out
				); 
assign out=8'b00010000 - in;
endmodule
`timescale 1ns / 1ps
module Dot_mult#(parameter H=8)(in1, in2, result);
input [H-1:0] in1,in2;
output [(2*H)-1:0] result;
wire [H-1:0] t1,t2;
applowergeneric inacc1(in1,in2,t1);
dadda8x8upper acc1(in1,in2,t2);
assign result= {t2,t1};
endmodule
`timescale 1ns / 1ps
module GRU_cell#(parameter DATA_WIDTH = 8,
				parameter H=4,
				parameter X=4)
				(input clk1,
				 input clk2,
				 input signed [0:(X*DATA_WIDTH)-1]x,
				 input signed [0:(H*DATA_WIDTH)-1]H_tp_in,
				 output wire signed [0:(H*DATA_WIDTH)-1]H_t
				);
reg signed [0:(X*DATA_WIDTH)-1]Wx[0:(3*H)-1];  
reg signed [0:(H*DATA_WIDTH)-1]Wh[0:(3*H)-1];  
reg signed [DATA_WIDTH-1:0]b[0:(3*H)-1];		  
reg signed [0:(X*H*DATA_WIDTH)-1]W1;		
reg signed [0:(H*H*DATA_WIDTH)-1]W2;	
wire signed [DATA_WIDTH-1:0]h_tp[0:H-1];
wire signed [DATA_WIDTH-1:0]out_v1[0:H-1];
wire signed [DATA_WIDTH-1:0]out_v2[0:H-1];
reg signed	[DATA_WIDTH-1:0]in_v2[0:H-1];
wire signed [0:(H*DATA_WIDTH)-1]out_v_1;
wire signed [0:(H*DATA_WIDTH)-1]out_v_2;
wire signed [0:(H*DATA_WIDTH)-1]in_v_2;
reg signed  [DATA_WIDTH-1:0]a_dot[0:H-1];
reg signed  [DATA_WIDTH-1:0]b_dot[0:H-1];
wire signed [DATA_WIDTH-1:0]out_dot[0:H-1];
reg signed  [DATA_WIDTH-1:0]in_sig[0:H-1];
wire signed [DATA_WIDTH-1:0]out_sig[0:H-1];
reg signed  [DATA_WIDTH-1:0]in_tan[0:H-1];
wire signed [DATA_WIDTH-1:0]out_tan[0:H-1];
wire signed [DATA_WIDTH-1:0]out_diff[0:H-1];
reg signed  [DATA_WIDTH-1:0]out1_2[0:H-1];
reg signed  [DATA_WIDTH-1:0]out2_3[0:H-1];
reg signed  [DATA_WIDTH-1:0]out3_4[0:H-1];
reg signed  [DATA_WIDTH-1:0]buffer[0:H-1];
reg signed  [DATA_WIDTH-1:0]out4_5[0:H-1];
integer j,start=0,count=0;
genvar m;
generate for(m=0;m<H;m=m+1)
begin: loop
	sigmoid	#(.DATA_WIDTH(DATA_WIDTH))
				S(.out(out_sig[m]), .in(in_sig[m]));
	tanh		#(.DATA_WIDTH(DATA_WIDTH))
				T(.out(out_tan[m]), .in(in_tan[m]));	
	Diff		#(.DATA_WIDTH(DATA_WIDTH))
				diff(.out(out_diff[m]), .in(out2_3[m]));
	Dot_mult	#(.H(DATA_WIDTH))
				Dot(.result(out_dot[m]), .in1(a_dot[m]), .in2(b_dot[m]));	
	assign h_tp[m]=H_tp_in[(m*DATA_WIDTH)+:DATA_WIDTH];
	assign H_t[(m*DATA_WIDTH)+:DATA_WIDTH]=out4_5[m];
	assign in_v_2[(m*DATA_WIDTH)+:DATA_WIDTH]=in_v2[m];
	assign out_v1[m] = out_v_1[(m*DATA_WIDTH)+:DATA_WIDTH];
	assign out_v2[m] = out_v_2[(m*DATA_WIDTH)+:DATA_WIDTH];
	end
endgenerate
mult_n_bit	#(.X(X),.H(H),.DATA_WIDTH(DATA_WIDTH))
					mul_1(.c_out(out_v_1), .b_in(x), .a_in(W1));
mult_n_bit	#(.X(H),.H(H),.DATA_WIDTH(DATA_WIDTH))
					mul_2(.c_out(out_v_2), .b_in(in_v_2), .a_in(W2));
always@(posedge clk1)		 
begin
	if(count==2)
		begin
		count<=0;
		for(j=0;j<H;j=j+1)
			in_v2[j]<=out3_4[j];
		end
	else
		begin
		count<=count+1;
		for(j=0;j<H;j=j+1)
			in_v2[j]<=h_tp[j];
		end
	start<=1;
	for(j=0;j<H;j=j+1)
		begin
		W1[(j*X*DATA_WIDTH)+:(X*DATA_WIDTH)]<=Wx[j+(count*H)];
		W2[(j*H*DATA_WIDTH)+:(H*DATA_WIDTH)]<=Wh[j+(count*H)];
		out1_2[j]<= out_v1[j]+out_v2[j]+b[j+(count*H)];
		end
end
always@(posedge clk2)		 
begin
	if(count!=0)
		begin
		for(j=0;j<H;j=j+1)
			begin
			in_sig[j]<= out1_2[j];
			out2_3[j]<= out_sig[j];
			end
		end
	else
		begin
		for(j=0;j<H;j=j+1)
			begin
			in_tan[j]<= out1_2[j];
			out2_3[j]<= out_tan[j];			
			end
		end
end
always@(posedge clk1)		 
begin
if(start==1)
	begin
		for(j=0;j<H;j=j+1)
			out3_4[j]<=out_dot[j];
		case(count)
		1:begin
				for(j=0;j<H;j=j+1)
					begin
					a_dot[j]<=out2_3[j];
					b_dot[j]<=h_tp[j];
					end
		  end
		2:begin
				for(j=0;j<H;j=j+1)
					begin
					a_dot[j]<=out_diff[j];
					b_dot[j]<=h_tp[j];
					buffer[j]<=out2_3[j];
					end
		  end
		0:begin
				for(j=0;j<H;j=j+1)
					begin
					a_dot[j]<=out2_3[j];
					b_dot[j]<=buffer[j];
					end
		  end
		endcase
	end
end	
always@(posedge clk2)		 
begin
   if(count==1)
		begin
		for(j=0;j<H;j=j+1)
			out4_5[j]<=8'b0;
		end
   else
		begin
		for(j=0;j<H;j=j+1)
			out4_5[j]<=out4_5[j]+out3_4[j];
		end
end
endmodule
`timescale 1ns / 1ps
module mult_n_bit#(parameter X=4, H=4, DATA_WIDTH = 8)
						(
						input [0:(X*H*DATA_WIDTH)-1]a_in,
						input [0:(X*DATA_WIDTH)-1]b_in,
						output wire signed[0:(H*DATA_WIDTH)-1]c_out
						);
wire [DATA_WIDTH-1:0] A[0:H-1][0:X-1];
wire [DATA_WIDTH-1:0] B[0:X-1];
wire [(2*DATA_WIDTH)+1:0] C[0:H-1];
genvar m,n;
generate for(m=0;m<H;m=m+1)
begin: loop1
	for(n=0;n<X;n=n+1)
	begin: loop2
		assign A[m][n]=a_in[(((m*X)+n)*DATA_WIDTH)+:DATA_WIDTH];
	end
		assign c_out[(m*DATA_WIDTH)+:DATA_WIDTH]=C[m][11-:DATA_WIDTH];
end
endgenerate
genvar p;
generate for(p=0;p<X;p=p+1)
begin: loop3
assign B[p]=b_in[(p*DATA_WIDTH)+:DATA_WIDTH];
end
endgenerate
genvar i;
generate
for(i = 0;i < H;i = i+1)
begin:loop
		dadda4x4mul8b init1(A[i][0],B[0],A[i][1],B[1],A[i][2],B[2],A[i][3],B[3],C[i][17:7]);
		lower4x4app8b init2(A[i][0][6:0],B[0][6:0],A[i][1][6:0],B[1][6:0],
										A[i][2][6:0],B[2][6:0],A[i][3][6:0],B[3][6:0],C[i][6:0]);
end
endgenerate
endmodule
module dadda4x4mul8b( op1,op2,op3,op4,op5,op6,op7,op8,res  );
input [7:0] op1,op2,op3,op4,op5,op6,op7,op8;
output [10:0] res;
wire [7:0] pp[0:7];
wire [7:0] n[0:1];
wire [7:0] m[0:1];
wire [7:0] p[0:1];
wire [7:1] q[0:1];
wire [8:0] k[0:1];
wire [8:1] s[0:1];
wire [9:3] crr;
dadda8x8upper init1(op1,op2,{pp[0],pp[1]});
dadda8x8upper init2(op3,op4,{pp[2],pp[3]});
dadda8x8upper init3(op5,op6,{pp[4],pp[5]});
dadda8x8upper init4(op7,op8,{pp[6],pp[7]});
genvar i;
generate for(i = 0;i<8;i = i+1) 
begin:level_1
	FA fa1n(.a(pp[0][i]),.b(pp[1][i]),.cin(pp[2][i]),.sum(n[0][i]),.cout(n[1][i]));
	FA fa1m(.a(pp[3][i]),.b(pp[4][i]),.cin(pp[5][i]),.sum(m[0][i]),.cout(m[1][i]));
end
for(i = 0;i<8;i = i+1)
begin:level_2_p
	FA fa2p(.a(pp[6][i]),.b(pp[7][i]),.cin(n[0][i]),.sum(p[0][i]),.cout(p[1][i]));
end
for(i = 1;i<8;i = i+1)
begin:level_2_q
	FA fa2q(.a(n[1][i-1]),.b(m[0][i]),.cin(m[1][i-1]),.sum(q[0][i]),.cout(q[1][i]));
end
HA ha30(.a(p[0][0]),.b(m[0][0]),.sum(k[0][0]),.cout(k[1][0]));
for(i = 1;i<8;i = i+1)
begin:level_3
	FA fa3k(.a(p[0][i]),.b(p[1][i-1]),.cin(q[0][i]),.sum(k[0][i]),.cout(k[1][i]));
end
FA fa38(.a(n[1][7]),.b(p[1][7]),.cin(m[1][7]),.sum(k[0][8]),.cout(k[1][8]));
assign res[0] = k[0][0];
HA ha41(.a(k[0][1]),.b(k[1][0]),.sum(s[0][1]),.cout(s[1][1]));
for(i = 2;i<9;i = i+1)
begin:level_4
	FA fa4s(.a(k[0][i]),.b(k[1][i-1]),.cin(q[1][i-1]),.sum(s[0][i]),.cout(s[1][i]));
end
assign res[1] = s[0][1];
HA ha52(.a(s[0][2]),.b(s[1][1]),.sum(res[2]),.cout(crr[3]));
for(i = 3;i<9;i = i+1)
begin:level_5
	FA fa5r(.a(s[0][i]),.b(s[1][i-1]),.cin(crr[i]),.sum(res[i]),.cout(crr[i+1]));
end
FA fa59(.a(k[1][8]),.b(s[1][8]),.cin(crr[9]),.sum(res[9]),.cout(res[10]));
endgenerate
endmodule
module dadda8x8upper(  a,b,pp  );
input [7:0] a,b;
output [15:0] pp;
wire [35:0] p;
wire [9:7] n1 [1:0];
wire [10:8] q2 [1:0];
wire [11:7] n2 [1:0];
wire [12:7] n3 [1:0];
wire [13:7] n4 [1:0];
genvar i,j;
generate
for(i = 0;i<8;i= i+1)
begin:loop_a
	for(j = 0;j <= i;j = j+1)
	begin:loop_b
		assign p[((i*(i+1))/2) + j] = a[i]&b[7-i+j];
	end
end
endgenerate
FA fa01(p[28],p[21],p[15],n1[0][7],n1[1][7]);
FA fa02(p[29],p[22],p[16],n1[0][8],n1[1][8]);
HA ha01(p[30],p[23],n1[0][9],n1[1][9]);
FA fa11(p[10],p[6],p[3],n2[0][7],n2[1][7]);
FA fa12(p[11],p[7],p[4],n2[0][8],n2[1][8]);
FA fa13(p[17],p[12],p[8],n2[0][9],n2[1][9]);
FA fa14(p[31],p[24],p[18],n2[0][10],n2[1][10]);
FA fa15(p[32],p[25],p[19],n2[0][11],n2[1][11]);
HA ha11(p[2],n1[0][8],q2[0][8],q2[1][8]);
FA fa16(p[5],n1[0][9],n1[1][8],q2[0][9],q2[1][9]);
FA fa17(p[13],p[9],n1[1][9],q2[0][10],q2[1][10]);
HA ha21(p[1],p[0],n3[0][7],n3[1][7]);
FA fa21(n2[0][8],n2[1][7],q2[0][8],n3[0][8],n3[1][8]);
FA fa22(n2[0][9],n2[1][8],q2[0][9],n3[0][9],n3[1][9]);
FA fa23(n2[0][10],n2[1][9],q2[0][10],n3[0][10],n3[1][10]);
FA fa24(p[14],n2[0][11],n2[1][10],n3[0][11],n3[1][11]);
FA fa25(p[33],p[26],p[20],n3[0][12],n3[1][12]);
HA ha31(n2[0][7],n1[0][7],n4[0][7],n4[1][7]);
FA fa31(n1[1][7],n3[0][8],n3[1][7],n4[0][8],n4[1][8]);
FA fa32(q2[1][8],n3[0][9],n3[1][8],n4[0][9],n4[1][9]);
FA fa33(q2[1][9],n3[0][10],n3[1][9],n4[0][10],n4[1][10]);
FA fa34(q2[1][10],n3[0][11],n3[1][10],n4[0][11],n4[1][11]);
FA fa35(n2[1][11],n3[0][12],n3[1][11],n4[0][12],n4[1][12]);
FA fa36(p[34],p[27],n3[1][12],n4[0][13],n4[1][13]);
assign pp = {p[35],n4[0],n4[1],n3[0][7]};
endmodule
module FA( a,b,cin,sum,cout  );
input a,b,cin;
output sum,cout;
wire s1,c1,c2;
xor(s1,a,b);
xor(sum,s1,cin);
and(c1,a,b);
and(c2,s1,cin);
or(cout,c1,c2);
endmodule
module HA(a,b,sum,cout    );
input a,b;
output sum,cout;
and(cout,a,b);
xor(sum,a,b);
endmodule
module lower4x4app8b( op1,op2,op3,op4,op5,op6,op7,op8,res  );
input [6:0] op1,op2,op3,op4,op5,op6,op7,op8;
output [6:0] res;
wire [6:0] pp[0:3];
applowergeneric #(7) init1(op1,op2,pp[0]);
applowergeneric #(7) init2(op3,op4,pp[1]);
applowergeneric #(7) init3(op5,op6,pp[2]);
applowergeneric #(7) init4(op7,op8,pp[3]);
genvar i;
generate
for(i = 0;i<7;i = i+1)
begin:or_array
	assign res[i] = pp[0][i]|pp[1][i]|pp[2][i]|pp[3][i];
end
endgenerate
endmodule
module applowergeneric #(parameter width = 7)( a,b,c );
input [width-1:0] a,b;
output [width-1:0] c;
wire [(width*(width+1)/2)-1:0] pp;	 
genvar i,j;
generate 
for(i = 0;i<width;i = i+1)
begin:loop_1
	for(j = 0;j<=i;j = j+1)
	begin:loop_2
		assign pp[((i*(i+1))/2) + j] = a[i]&b[j];
	end
end
endgenerate
assign c[0] = pp[0];
genvar k;
generate 
for(k = 1;k<width;k = k+1)
begin:loop_3
	assign c[k] = |pp[(k*(k+3))/2:(k*(k+1))/2];
end
endgenerate
endmodule
`timescale 1ns / 1ps
module sigmoid#(parameter DATA_WIDTH = 8)
				   (input signed [DATA_WIDTH-1:0]in,
					 output reg signed [DATA_WIDTH-1:0]out
					 );
always@(*)
begin
if(in<8'b10110000)
 out = 8'b0;
else if(8'b10110000<=in<8'b11011010)
 out = 8'b00000010-(in>>>32);
else if(8'b11011010<=in<8'b11110000)
 out = 8'b00000110-(in>>>8);
else if(8'b11110000<=in<8'b0)
 out = 8'b00001100-(in>>>4);
else if(8'b0<=in<8'b00010000)
 out = 8'b00000100+(in>>>4);
else if(8'b00010000<=in<8'b00100110)
 out = 8'b00001010+(in>>>8);
else if(8'b00100110<=in<8'b01010000)
 out = 8'b00001101+(in>>>32);
else if(in>8'b01010000)
 out = 8'b00010000;
end
endmodule
`timescale 1ns / 1ps
module tanh#(	parameter DATA_WIDTH = 8)
				(	input signed [DATA_WIDTH-1:0]in,
					output reg signed [DATA_WIDTH-1:0]out
					);
wire signed[DATA_WIDTH-1:0]r;	
sigmoid #(.DATA_WIDTH(DATA_WIDTH))
			A(.out(r), .in(in<<1));	
always@(*)
 out = (r<<1)-8'b00010000;
endmodule
</file>
<file path="flow/run.sh">
#!/bin/bash
# OpenROAD 26Q1-2900-gdf79404cd8, Yosys 0.63+post, stock flow scripts
make -C /OpenROAD-flow-scripts/flow DESIGN_CONFIG=/design/flow/config.mk WORK_HOME=/design/flow/orfs finish
</file>
<file path="flow/config.mk">
export PLATFORM = sky130hd
export DESIGN_NAME = GRU_cell
export DESIGN_NICKNAME = GRU_cell
export VERILOG_FILES = /design/flow/design.v
export SDC_FILE = /design/flow/constraint.sdc
export NUM_CORES = 4
export LEC_CHECK = 1
export CORE_UTILIZATION = 30
</file>
<file path="flow/constraint.sdc">
current_design GRU_cell

set clk_period 5.6
set clk_io_pct 0.2

create_clock -name clk0 -period $clk_period [get_ports {clk1}]
create_clock -name clk1 -period $clk_period [get_ports {clk2}]

set non_clock_inputs [all_inputs -no_clocks]
set_input_delay [expr $clk_period * $clk_io_pct] -clock clk0 $non_clock_inputs
set_output_delay [expr $clk_period * $clk_io_pct] -clock clk0 [all_outputs]
</file>
==> summary.txt <==
The full implementation flow was run.

The run finished with clean final reports. Internal power comes to 0.00141 W. Per the detail_route report, inserted antenna diodes total 0. The final tally of hold violations stands at 0. The number of resized instances in the post-cts repair step stands at 0. Entering global routing, the biggest net connects 29 pins.

Looking at the post-CTS report, the setup buffer insertion count equals 0. The iteration-0 DRC count of the detailed router stands at 146. The growth of design area from synthesis to finish stands at 22.6%. By startpoint and endpoint, the worst setup path is classified as reg2reg. During I/O placement, the number of pins put on the boundary was 98. For this run the top cell type by instance count after synthesis was sky130_fd_sc_hd__dfxtp_1. The largest vdd supply drop stands at 0.159 mV. Synthesis inferred 94 register bits. Along the worst path, the maximum fanout reaches 28. The detailed router placed 2560 vias in this run. The CTS clock-pin slew for the worst setup and hold paths stands at 0.06 ns.

The net switching power of the design stands at 0.000434 W. Summing every instance area after synthesis gives 4160 um^2. The met3 demand-to-capacity share in global routing stands at 2.48%.

The worst setup path is launched from a flip-flop. Net switching is 23.5% of the power. Nets still carrying antenna violations after routing amount to 0. The final weighted congestion in routability-driven placement stands at 0.819. Wires add up to 6830 um. The synthesized instance count stands at 354.

The average cell area after synthesis stands at 11.7 um^2. The number of antenna violations at the first check in global routing came to 0. The combined global-route utilization of all metal layers stands at 10.2%. The horizontal die dimension reported for this design is 120 um. The met2 track utilization from global routing stands at 14.9%.

The number of library cell types mapped by synthesis stands at 37. The flow reported a cell area power density of 362 nW/um^2. Logged for this run, the post-placement worst setup slack is 3.14 ns. The synthesis report names the predominant flop master as sky130_fd_sc_hd__dfxtp_1. The share of total power in the clock network stands at 36.8%.

Summing all non-filler instances in the final layout gives an area of 5100 um^2. The proportion of synthesized flip-flops having asynchronous set or reset stands at 0%. According to the floorplan report, the die height is 120 um. The floorplan step defined a die boundary enclosing 14300 um^2. The main area contributors are sky130_fd_sc_hd__edfxtp_1, sky130_fd_sc_hd__dfxtp_1, sky130_fd_sc_hd__xnor2_1, sky130_fd_sc_hd__ha_1, sky130_fd_sc_hd__buf_4. The hold buffer count at CTS stands at 0. After synthesis, the largest area contributor takes up 31.8% of total cell area.

Detailed placement finished with a half-perimeter wire length of 4940 um. The script parses the final routing iteration and logs DRC violations as 0. The normalized max-slew margin stands at 36.6%.

Global routing consumed, on the met1 layer, 16.1% of the routing resources. The global routing stage identified its most utilized layer as met1. The utilization after layout stands at 38.0%. TritonCTS built the clock tree. In the post-route analysis, the smallest setup slack over all paths is 3.12 ns. The slew at the pin closest to its max-slew limit stands at 0.942 ns. The flow reports that sequential cells draw 45.0% of the design power.

The number of global-route vias before repair stands at 2420. The largest total area in the synthesized netlist belongs to sky130_fd_sc_hd__edfxtp_1. The worst setup path is captured at a flip-flop. The floorplan step records an initial core utilization of 31.0%. The type recorded for the worst min-delay path is reg2reg.

The count of input and output buffers stands at 44. Cells with a size suffix above 1 make up 8.01% of the layout. Summed over all failing endpoints, the final setup total negative slack is 0 ns. Yosys reports that the most numerous cell types are sky130_fd_sc_hd__dfxtp_1, sky130_fd_sc_hd__edfxtp_1, sky130_fd_sc_hd__xnor2_1. The placement-stage cell area stands at 4730 um^2. According to the timing report, the arrival time at the worst endpoint equals 2.47 ns. The portion of total power attributed to combinational logic stands at 18.1%.

The layout has 1263 filler cells. The data required time of the worst path stands at 5.60 ns. The number of cells in Yosys stat stands at 354. The clock tree has to reach 94 sinks. Setup repair after global routing left no endpoint under its margin.

The number of setup violations in the final report stands at 0. The synthesized design contains 44 enable-type register cells. The total iterations of the first detailed-routing run stands at 4. The placement row count stands at 42. In this run the standard cell core region covers 13400 um^2. For this run the aggregate overflow at the end of global routing stands at 0. The Yosys chip area stands at 4160 um^2. The via count normalized by instance count stands at 4.35. The wire length of the first global-routing pass stands at 11400 um. Pins over their slew limit in the final report were tallied at 0.

After detailed routing, the average wire length per cell comes to 11.6 um. The number of OpenROAD warnings stands at 65. Summing the sequential cell areas from Yosys gives 55.8% of the chip area.

Counting the warning lines in the Yosys log gives 31. The number of maximum-capacitance violations stands at 0. The final timing report lists clock skew as 0.00775 ns. In this run the static leakage power is 1.86 nW.
layer usage:
layer / vias up / routed length [um] / share of wire, %
met5: - / 0 / 0
met2: 57 / 3080 / 45
li1: 1312 / - / -
met4: 0 / 144 / 2.1
met3: 12 / 320 / 4.7
met1: 1179 / 3290 / 48
critical path, stage by stage (launching register included):
cell                      delay (ns)
sky130_fd_sc_hd__dfxtp_1        0.36
sky130_fd_sc_hd__nor4_1         0.54
sky130_fd_sc_hd__nand4_1        0.31
sky130_fd_sc_hd__nor2_1         0.38
sky130_fd_sc_hd__o311a_1        0.23
sky130_fd_sc_hd__buf_4          0.32
logic make-up after synthesis:
kind of cell               after synthesis  synth area share (%)
other                                    2                 0.181
buffers and inverters                   42                  5.60
xor gates and xnor gates                39                  8.21
DFF                                     94                  55.8
muxes                                   12                  3.25
and+or+nand+nor                        123                  16.3
AOI/OAI and AO/OA                       22                  3.85
adders and majority gates               20                  6.74
area by class of cell:
cell class / instances / area (um^2) / share of cell area [%]
clock inverters: 7 / 60.1 / 1.18
flip-flops and latches: 94 / 2320 / 45.6
well taps: 176 / 220 / 4.32
clock buffers: 13 / 304 / 5.96
inverters: 18 / 67.6 / 1.33
repair buffers: 47 / 463 / 9.08
multi-input cells: 233 / 1660 / 32.6
cells in the final DEF, fill, tap and decap left out, types with 4 or more instances in the layout:
master	Yosys	routed
sky130_fd_sc_hd__nor2_1	24	24
sky130_fd_sc_hd__xor2_1	13	13
sky130_fd_sc_hd__inv_1	18	18
sky130_fd_sc_hd__nand3_1	20	20
sky130_fd_sc_hd__xnor2_1	26	26
sky130_fd_sc_hd__nand2_1	11	11
sky130_fd_sc_hd__nand4_1	11	11
sky130_fd_sc_hd__a21o_1	4	4
sky130_fd_sc_hd__nor2b_1	18	18
sky130_fd_sc_hd__conb_1	2	17
sky130_fd_sc_hd__edfxtp_1	44	44
sky130_fd_sc_hd__dfxtp_1	50	50
sky130_fd_sc_hd__mux2_2	8	8
sky130_fd_sc_hd__o31a_1	4	4
sky130_fd_sc_hd__mux2_1	4	4
sky130_fd_sc_hd__o21a_1	4	4
sky130_fd_sc_hd__fa_1	4	4
sky130_fd_sc_hd__clkdlybuf4s50_1	0	44
sky130_fd_sc_hd__and3_1	6	6
sky130_fd_sc_hd__nor3_1	8	8
sky130_fd_sc_hd__clkbuf_16	0	12
sky130_fd_sc_hd__ha_1	16	16
sky130_fd_sc_hd__nor4_1	10	10
sky130_fd_sc_hd__and2_1	7	7
sky130_fd_sc_hd__a21oi_1	6	6
power by group through the flow:
stage         clock (W)  sequential, W  combinational, W
finish         0.000679       0.000831          0.000335
global route   0.000721       0.000840          0.000395
CTS            0.000694       0.000832          0.000341
through the flow:
| step | std cells | hold WS [ns] | power (W) |
|---|---|---|---|
| 6_report | 588 | 0.436 | 0.00184 |
| 5_1_grt | 588 | 0.432 | 0.00196 |
| 4_1_cts | 588 | 0.426 | 0.00187 |
| 3_5_place_dp | 568 | 0.476 | 0.00118 |
| 3_3_place_gp | 568 | 0.474 | 0.00117 |
| 2_1_floorplan | 369 | 0.435 | 0.00102 |
worst paths after layout:
path / from / endpoint / slack, ns / depth (start not counted)
worst max-delay path: count[23] / b_dot[1][0] / 3.12 / 5
max in group clk1: count[23] / out4_5[3][4] / 3.51 / 5
worst min-delay path: out2_3[0][5] / buffer[3][5] / 0.44 / 0
worst min register to register: out2_3[0][5] / buffer[3][5] / 0.44 / 0
min in group clk1: out4_5[3][7] / out4_5[3][7] / 0.51 / 2
worst max register to register: count[23] / b_dot[1][0] / 3.12 / 5
sequential cells by signal (all words and copies together) (netlist names):
signal,count
out2_3,1
out4_5,16
a_dot,3
b_dot,28
start,1
out3_4,12
count,32
buffer,1
No activity file was given, so power comes from the tool's default toggle rates.
