--- design/flow/design.v ---
`timescale 1ns / 1ps
module Dot_mult#(parameter H=8)(in1, in2, result);
input [H-1:0] in1,in2;
output [(2*H)-1:0] result;
wire [H-1:0] t1,t2;
applowergeneric inacc1(in1,in2,t1);
dadda8x8upper acc1(in1,in2,t2);
assign result= {t2,t1};
endmodule
`timescale 1ns / 1ps
module mult_n_bit#(parameter X=4, H=4, DATA_WIDTH = 8)
						(
						input [0:(X*H*DATA_WIDTH)-1]a_in,
						input [0:(X*DATA_WIDTH)-1]b_in,
						output wire signed[0:(H*DATA_WIDTH)-1]c_out
						);
wire [DATA_WIDTH-1:0] A[0:H-1][0:X-1];
wire [DATA_WIDTH-1:0] B[0:X-1];
wire [(2*DATA_WIDTH)+1:0] C[0:H-1];
genvar m,n;
generate for(m=0;m<H;m=m+1)
begin: loop1
	for(n=0;n<X;n=n+1)
	begin: loop2
		assign A[m][n]=a_in[(((m*X)+n)*DATA_WIDTH)+:DATA_WIDTH];
	end
		assign c_out[(m*DATA_WIDTH)+:DATA_WIDTH]=C[m][11-:DATA_WIDTH];
end
endgenerate
genvar p;
generate for(p=0;p<X;p=p+1)
begin: loop3
assign B[p]=b_in[(p*DATA_WIDTH)+:DATA_WIDTH];
end
endgenerate
genvar i;
generate
for(i = 0;i < H;i = i+1)
begin:loop
		dadda4x4mul8b init1(A[i][0],B[0],A[i][1],B[1],A[i][2],B[2],A[i][3],B[3],C[i][17:7]);
		lower4x4app8b init2(A[i][0][6:0],B[0][6:0],A[i][1][6:0],B[1][6:0],
										A[i][2][6:0],B[2][6:0],A[i][3][6:0],B[3][6:0],C[i][6:0]);
end
endgenerate
endmodule
module dadda4x4mul8b( op1,op2,op3,op4,op5,op6,op7,op8,res  );
input [7:0] op1,op2,op3,op4,op5,op6,op7,op8;
output [10:0] res;
wire [7:0] pp[0:7];
wire [7:0] n[0:1];
wire [7:0] m[0:1];
wire [7:0] p[0:1];
wire [7:1] q[0:1];
wire [8:0] k[0:1];
wire [8:1] s[0:1];
wire [9:3] crr;
dadda8x8upper init1(op1,op2,{pp[0],pp[1]});
dadda8x8upper init2(op3,op4,{pp[2],pp[3]});
dadda8x8upper init3(op5,op6,{pp[4],pp[5]});
dadda8x8upper init4(op7,op8,{pp[6],pp[7]});
genvar i;
generate for(i = 0;i<8;i = i+1) 
begin:level_1
	FA fa1n(.a(pp[0][i]),.b(pp[1][i]),.cin(pp[2][i]),.sum(n[0][i]),.cout(n[1][i]));
	FA fa1m(.a(pp[3][i]),.b(pp[4][i]),.cin(pp[5][i]),.sum(m[0][i]),.cout(m[1][i]));
end
for(i = 0;i<8;i = i+1)
begin:level_2_p
	FA fa2p(.a(pp[6][i]),.b(pp[7][i]),.cin(n[0][i]),.sum(p[0][i]),.cout(p[1][i]));
end
for(i = 1;i<8;i = i+1)
begin:level_2_q
	FA fa2q(.a(n[1][i-1]),.b(m[0][i]),.cin(m[1][i-1]),.sum(q[0][i]),.cout(q[1][i]));
end
HA ha30(.a(p[0][0]),.b(m[0][0]),.sum(k[0][0]),.cout(k[1][0]));
for(i = 1;i<8;i = i+1)
begin:level_3
	FA fa3k(.a(p[0][i]),.b(p[1][i-1]),.cin(q[0][i]),.sum(k[0][i]),.cout(k[1][i]));
end
FA fa38(.a(n[1][7]),.b(p[1][7]),.cin(m[1][7]),.sum(k[0][8]),.cout(k[1][8]));
assign res[0] = k[0][0];
HA ha41(.a(k[0][1]),.b(k[1][0]),.sum(s[0][1]),.cout(s[1][1]));
for(i = 2;i<9;i = i+1)
begin:level_4
	FA fa4s(.a(k[0][i]),.b(k[1][i-1]),.cin(q[1][i-1]),.sum(s[0][i]),.cout(s[1][i]));
end
assign res[1] = s[0][1];
HA ha52(.a(s[0][2]),.b(s[1][1]),.sum(res[2]),.cout(crr[3]));
for(i = 3;i<9;i = i+1)
begin:level_5
	FA fa5r(.a(s[0][i]),.b(s[1][i-1]),.cin(crr[i]),.sum(res[i]),.cout(crr[i+1]));
end
FA fa59(.a(k[1][8]),.b(s[1][8]),.cin(crr[9]),.sum(res[9]),.cout(res[10]));
endgenerate
endmodule
module dadda8x8upper(  a,b,pp  );
input [7:0] a,b;
output [15:0] pp;
wire [35:0] p;
wire [9:7] n1 [1:0];
wire [10:8] q2 [1:0];
wire [11:7] n2 [1:0];
wire [12:7] n3 [1:0];
wire [13:7] n4 [1:0];
genvar i,j;
generate
for(i = 0;i<8;i= i+1)
begin:loop_a
	for(j = 0;j <= i;j = j+1)
	begin:loop_b
		assign p[((i*(i+1))/2) + j] = a[i]&b[7-i+j];
	end
end
endgenerate
FA fa01(p[28],p[21],p[15],n1[0][7],n1[1][7]);
FA fa02(p[29],p[22],p[16],n1[0][8],n1[1][8]);
HA ha01(p[30],p[23],n1[0][9],n1[1][9]);
FA fa11(p[10],p[6],p[3],n2[0][7],n2[1][7]);
FA fa12(p[11],p[7],p[4],n2[0][8],n2[1][8]);
FA fa13(p[17],p[12],p[8],n2[0][9],n2[1][9]);
FA fa14(p[31],p[24],p[18],n2[0][10],n2[1][10]);
FA fa15(p[32],p[25],p[19],n2[0][11],n2[1][11]);
HA ha11(p[2],n1[0][8],q2[0][8],q2[1][8]);
FA fa16(p[5],n1[0][9],n1[1][8],q2[0][9],q2[1][9]);
FA fa17(p[13],p[9],n1[1][9],q2[0][10],q2[1][10]);
HA ha21(p[1],p[0],n3[0][7],n3[1][7]);
FA fa21(n2[0][8],n2[1][7],q2[0][8],n3[0][8],n3[1][8]);
FA fa22(n2[0][9],n2[1][8],q2[0][9],n3[0][9],n3[1][9]);
FA fa23(n2[0][10],n2[1][9],q2[0][10],n3[0][10],n3[1][10]);
FA fa24(p[14],n2[0][11],n2[1][10],n3[0][11],n3[1][11]);
FA fa25(p[33],p[26],p[20],n3[0][12],n3[1][12]);
HA ha31(n2[0][7],n1[0][7],n4[0][7],n4[1][7]);
FA fa31(n1[1][7],n3[0][8],n3[1][7],n4[0][8],n4[1][8]);
FA fa32(q2[1][8],n3[0][9],n3[1][8],n4[0][9],n4[1][9]);
FA fa33(q2[1][9],n3[0][10],n3[1][9],n4[0][10],n4[1][10]);
FA fa34(q2[1][10],n3[0][11],n3[1][10],n4[0][11],n4[1][11]);
FA fa35(n2[1][11],n3[0][12],n3[1][11],n4[0][12],n4[1][12]);
FA fa36(p[34],p[27],n3[1][12],n4[0][13],n4[1][13]);
assign pp = {p[35],n4[0],n4[1],n3[0][7]};
endmodule
module FA( a,b,cin,sum,cout  );
input a,b,cin;
output sum,cout;
wire s1,c1,c2;
xor(s1,a,b);
xor(sum,s1,cin);
and(c1,a,b);
and(c2,s1,cin);
or(cout,c1,c2);
endmodule
module HA(a,b,sum,cout    );
input a,b;
output sum,cout;
and(cout,a,b);
xor(sum,a,b);
endmodule
module lower4x4app8b( op1,op2,op3,op4,op5,op6,op7,op8,res  );
input [6:0] op1,op2,op3,op4,op5,op6,op7,op8;
output [6:0] res;
wire [6:0] pp[0:3];
applowergeneric #(7) init1(op1,op2,pp[0]);
applowergeneric #(7) init2(op3,op4,pp[1]);
applowergeneric #(7) init3(op5,op6,pp[2]);
applowergeneric #(7) init4(op7,op8,pp[3]);
genvar i;
generate
for(i = 0;i<7;i = i+1)
begin:or_array
	assign res[i] = pp[0][i]|pp[1][i]|pp[2][i]|pp[3][i];
end
endgenerate
endmodule
module applowergeneric #(parameter width = 7)( a,b,c );
input [width-1:0] a,b;
output [width-1:0] c;
wire [(width*(width+1)/2)-1:0] pp;	 
genvar i,j;
generate 
for(i = 0;i<width;i = i+1)
begin:loop_1
	for(j = 0;j<=i;j = j+1)
	begin:loop_2
		assign pp[((i*(i+1))/2) + j] = a[i]&b[j];
	end
end
endgenerate
assign c[0] = pp[0];
genvar k;
generate 
for(k = 1;k<width;k = k+1)
begin:loop_3
	assign c[k] = |pp[(k*(k+3))/2:(k*(k+1))/2];
end
endgenerate
endmodule
`timescale 1ns / 1ps
module sigmoid#(parameter DATA_WIDTH = 8)
				   (input signed [DATA_WIDTH-1:0]in,
					 output reg signed [DATA_WIDTH-1:0]out
					 );
always@(*)
begin
if(in<8'b10110000)
 out = 8'b0;
else if(8'b10110000<=in<8'b11011010)
 out = 8'b00000010-(in>>>32);
else if(8'b11011010<=in<8'b11110000)
 out = 8'b00000110-(in>>>8);
else if(8'b11110000<=in<8'b0)
 out = 8'b00001100-(in>>>4);
else if(8'b0<=in<8'b00010000)
 out = 8'b00000100+(in>>>4);
else if(8'b00010000<=in<8'b00100110)
 out = 8'b00001010+(in>>>8);
else if(8'b00100110<=in<8'b01010000)
 out = 8'b00001101+(in>>>32);
else if(in>8'b01010000)
 out = 8'b00010000;
end
endmodule
`timescale 1ns / 1ps
module tanh#(	parameter DATA_WIDTH = 8)
				(	input signed [DATA_WIDTH-1:0]in,
					output reg signed [DATA_WIDTH-1:0]out
					);
wire signed[DATA_WIDTH-1:0]r;	
sigmoid #(.DATA_WIDTH(DATA_WIDTH))
			A(.out(r), .in(in<<1));	
always@(*)
 out = (r<<1)-8'b00010000;
endmodule
`timescale 1ns / 1ps
module variant_cell#(parameter DATA_WIDTH = 8,
							parameter H=4,
							parameter X=4)
							(input clk1,
							 input clk2,
							 input signed [0:(X*DATA_WIDTH)-1]x,
							 input signed [0:(H*DATA_WIDTH)-1]C_tp_in,
							 input signed [0:(H*DATA_WIDTH)-1]H_tp_in,
							 output reg signed [0:(H*DATA_WIDTH)-1]C_t,
							 output reg signed [0:(H*DATA_WIDTH)-1]H_t
							);
reg signed [0:(X*DATA_WIDTH)-1]Wx[0:(3*H)-1]; 
reg signed [0:(H*DATA_WIDTH)-1]Wh[0:(3*H)-1];
reg signed [DATA_WIDTH-1:0]b[0:(3*H)-1];
reg signed [0:(X*H*DATA_WIDTH)-1]W1;
reg signed [0:(H*H*DATA_WIDTH)-1]W2;
wire signed [DATA_WIDTH-1:0]c_tp[0:H-1];
wire signed [DATA_WIDTH-1:0]h_tp[0:H-1];
wire signed [DATA_WIDTH-1:0]out_v1[0:H-1];
wire signed [DATA_WIDTH-1:0]out_v2[0:H-1];
wire signed [0:(H*DATA_WIDTH)-1]out_v_1;
wire signed [0:(H*DATA_WIDTH)-1]out_v_2;
reg signed  [DATA_WIDTH-1:0]a_dot[0:H-1];
reg signed  [DATA_WIDTH-1:0]b_dot[0:H-1];
wire signed [DATA_WIDTH-1:0]out_dot[0:H-1];
reg signed  [DATA_WIDTH-1:0]in_sig[0:H-1];
wire signed [DATA_WIDTH-1:0]out_sig[0:H-1];
reg signed  [DATA_WIDTH-1:0]in_tan1[0:H-1];
wire signed [DATA_WIDTH-1:0]out_tan1[0:H-1];
wire signed [DATA_WIDTH-1:0]in_tan2[0:H-1];
wire signed [DATA_WIDTH-1:0]out_tan2[0:H-1];
reg signed  [DATA_WIDTH-1:0]out1_2[0:H-1];
reg signed  [DATA_WIDTH-1:0]out2_3[0:H-1];
reg signed  [DATA_WIDTH-1:0]out3_4[0:H-1];
reg signed  [DATA_WIDTH-1:0]buffer[0:H-1];
reg signed  [DATA_WIDTH-1:0]buffer2[0:H-1];
reg signed  [DATA_WIDTH-1:0]out4_5[0:H-1];
integer j,k=0, start=0, count=0;
genvar m;
generate for(m=0;m<H;m=m+1)
begin: loop
	sigmoid    	S(.out(out_sig[m]), .in(in_sig[m]));
	tanh		  	T1(.out(out_tan1[m]), .in(in_tan1[m]));	
	tanh		  	T2(.out(out_tan2[m]), .in(in_tan2[m]));	
	Dot_mult	#(.H(DATA_WIDTH))Dot(.result(out_dot[m]), .in1(a_dot[m]), .in2(b_dot[m]));	
	assign h_tp[m]=H_tp_in[(m*DATA_WIDTH)+:DATA_WIDTH];
	assign c_tp[m]=C_tp_in[(m*DATA_WIDTH)+:DATA_WIDTH];
	assign in_tan2[m]=C_t[(m*DATA_WIDTH)+:DATA_WIDTH];
	assign out_v1[m] = out_v_1[(m*DATA_WIDTH)+:DATA_WIDTH];
	assign out_v2[m] = out_v_2[(m*DATA_WIDTH)+:DATA_WIDTH];
	end
endgenerate
mult_n_bit	#(.X(X),.H(H),.DATA_WIDTH(DATA_WIDTH))
					mul_1(.c_out(out_v_1), .b_in(x), .a_in(W1));
mult_n_bit	#(.X(H),.H(H),.DATA_WIDTH(DATA_WIDTH))
					mul_2(.c_out(out_v_2), .b_in(H_tp_in), .a_in(W2));
always@(posedge clk1)		 
begin
	if(count==2)
		count<=0;
	else
		count<=count+1;
	start<=1;
	for(j=0;j<H;j=j+1)
		begin
		W1[(j*X*DATA_WIDTH)+:(X*DATA_WIDTH)]<=Wx[j+(count*H)];
		W2[(j*H*DATA_WIDTH)+:(H*DATA_WIDTH)]<=Wh[j+(count*H)];
		out1_2[j]<= out_v1[j]+out_v2[j]+b[j+(count*H)];
		end
end
always@(posedge clk2)		 
begin
	if(count==2)
		begin
		for(j=0;j<H;j=j+1)
			begin
			in_tan1[j]<= out1_2[j];
			out2_3[j]<= out_tan1[j];			
			end
		end
	else
		begin
		for(j=0;j<H;j=j+1)
			begin
			in_sig[j]<= out1_2[j];
			out2_3[j]<= out_sig[j];
			end
		end
end
always@(posedge clk1)		 
begin
if(start==1)
	begin
		case(count)
		1:begin
				for(j=0;j<H;j=j+1)
					begin
					a_dot[j]<=out2_3[j];
					b_dot[j]<=c_tp[j];
					out3_4[j]<=out_dot[j];
					buffer[j]<=8'b00010000-out2_3[j];
					k<=1;
					end
		  end
		2:begin
				for(j=0;j<H;j=j+1)
					begin
					a_dot[j]<=out2_3[j];
					b_dot[j]<=buffer[j];
					out3_4[j]<=out_dot[j];
					k<=2;
					end
		  end
		0:begin
				for(j=0;j<H;j=j+1)
					begin
					a_dot[j]<=out2_3[j];
					b_dot[j]<=out_tan2[j];
					out3_4[j]<=out_dot[j];
					k<=3;
					end
		  end
		 endcase
	end
end	
always@(posedge clk2)		 
begin
		case(k)
		1:begin
				for(j=0;j<H;j=j+1)
					buffer2[j]<=out3_4[j];
		  end
		2:begin
				for(j=0;j<H;j=j+1)
					C_t[(j*DATA_WIDTH)+:DATA_WIDTH]<=buffer2[j]+out3_4[j];
		  end
		3:begin
				for(j=0;j<H;j=j+1)
					H_t[(j*DATA_WIDTH)+:DATA_WIDTH]<=out3_4[j];
		  end
		 endcase
end
endmodule
--- design/flow/run.sh ---
#!/bin/bash
# OpenROAD 26Q1-2900-gdf79404cd8, Yosys 0.63+post, stock flow scripts
make -C /OpenROAD-flow-scripts/flow DESIGN_CONFIG=/design/flow/config.mk WORK_HOME=/design/flow/orfs finish
--- design/flow/config.mk ---
export PLATFORM = sky130hd
export DESIGN_NAME = variant_cell
export DESIGN_NICKNAME = variant_cell
export VERILOG_FILES = /design/flow/design.v
export SDC_FILE = /design/flow/constraint.sdc
export NUM_CORES = 4
export LEC_CHECK = 1
export CORE_UTILIZATION = 50
--- design/flow/constraint.sdc ---
current_design variant_cell

set clk_period 7.6
set clk_io_pct 0.2

create_clock -name clk0 -period $clk_period [get_ports {clk1}]
create_clock -name clk1 -period $clk_period [get_ports {clk2}]

set non_clock_inputs [all_inputs -no_clocks]
set_input_delay [expr $clk_period * $clk_io_pct] -clock clk0 $non_clock_inputs
set_output_delay [expr $clk_period * $clk_io_pct] -clock clk0 [all_outputs]
==> results.py <==
# Flow results
metrics = {
    "route": {
        "antenna_cells_inserted": 0,
        "drt_pre_antenna_iters": 4,
        "route.met2.wl_mm": 4.01,
        "wl_per_cell_um": 14.0,
        "wl_met3_um": 424,
        "drt-met1-wl_mm": 3.45,
        "antenna_left": 0,
        "routed_wl_mm": 8.11,
        "drc": 0,
        "vias": 2817,
        "routed.top_layer": "met4",
        "via_per_inst": 4.85,
        "first_iter_violations": 99,
    },
    "critical_path": {
        "critPathTopFamily": "buffers and inverters",
        "endpoint_kind": "output port",
        "crit_fanout": 2,
        "reg2reg_slack_ns": 5.25,
        "critical_path_class": "flip-flop to output port",
        "reg2reg_depth": 5,
        "slowest_stage": "clkdlybuf4s50_1",
        "critical_path.max_stage_delay_ns": 0.48,
        "reg2reg_to": "b_dot[2][4]",
        "start_kind": "flip-flop",
        "crit_chain": "clkdlybuf4s50_1",
        "cp.required_ns": 6.08,
        "reg2reg_from": "count[2]",
        "critPathArrivalTime_ns": 1.12,
        "critPathBufInv": 1,
        "cp-startpoint": "C_t[1]",
    },
    "final_timing": {
        "rsz0062_at_grt": "no",
        "setup-tns-final_ns": 0,
        "worstMarginPinSlew_ns": 0.626,
        "setup_ws_ns": 4.96,
        "slew_violations": 0,
        "clock-skew-final_ns": 0.00518,
        "max_slew_margin_pct": 57.9,
        "holdWs_ns": 0.414,
        "finalSetupViolations": 0,
        "hold_viol_final": 0,
    },
    "yosys": {
        "edf_count": 85,
        "yosys_area_sq_um": 5110,
        "yosys.area_share.simple_pct": 13.3,
        "mux_share_pct": 0,
        "yosys_warnings": 30,
        "synth_flops": 119,
        "dominantRegCellSynth": "edfxtp_1",
        "synthArstFlopShare_pct": 0,
        "netlist_area_sq_um": 5110,
        "synthCells": 373,
        "ys_types": 43,
        "compound_area_share_pct": 5.04,
        "synth-xor-area-share_pct": 5.83,
        "topCombFamilyByArea": "simple AND/OR/NAND/NOR gates",
        "ys_sh_adder_pct": 5.48,
        "ys_cells": 373,
        "seq_area_frac_synth_pct": 63.3,
        "postSynthAreaPerCell_sq_um": 13.7,
    },
    "power_and_ir_drop": {
        "power_mw": 1.20,
        "ir_worst_vdd_v": 0.000128,
        "p_leak_nw": 2.29,
        "power.density_nw_per_um2": 199,
    },
    "finish": {
        "layout_top_cell": "edfxtp_1",
        "combGateArea_sq_um": 1650,
        "post-route-util_pct": 61.2,
        "fillers": 824,
        "syn_to_final_growth_pct": 17.5,
        "final_area_sq_um": 6010,
        "drive_gt1_share_pct": 8.04,
        "fin_cells": 581,
        "layout_top_cells": "85 x edfxtp_1, 56 x clkdlybuf4s50_1, 37 x conb_1",
        "regArea_sq_um": 3230,
    },
    "floorplan": {
        "ios": 162,
        "dieArea_sq_um": 10600,
        "initCoreUtil_pct": 52.1,
        "die_h_um": 103,
        "core.rowCount": 36,
        "die_w_um": 103,
        "core_sq_um": 9820,
    },
    "global_route": {
        "grt_pass1_vias": 2602,
        "antenna_found_initial": 0,
        "grt.overflow.total": 0,
        "grt_max_degree": 44,
        "grt_pass1_wl_mm": 12.8,
        "grt_usage_pct": 17.3,
    },
    "clocking": {
        "cts_sinks": 119,
        "cts_setup_buffers": 0,
        "cts_tree": "yes",
        "holdBufCountCts": 0,
        "cts_resized": 0,
        "path_clk_slew_ns": 0.08,
    },
    "job": {
        "max_cap_viol_count": 0,
        "warning_count": 97,
    },
    "min_path": {
        "hold_path.class": "flip-flop to flip-flop",
        "hold_start": "out2_3[0][5]",
        "min_to": "a_dot[1][5]",
        "hold_path_depth": 0,
    },
    "placed_design": {
        "dp_hpwl_mm": 5.72,
        "gp_congestion": 0.840,
        "placed_area_sq_um": 5690,
        "place_ws_ns": 5.14,
        "io_buffers": 56,
        "placed_cells": 558,
    },
    "outcome": {
        "status": "complete, no violations",
    },
}
Yosys cell counts, types with 7 or more instances:
cell / count / area, sq um
nand3_1: 13 / 65.1
xor2_1: 8 / 70.1
edfxtp_1: 85 / 2550
nor4_1: 7 / 43.8
and2_1: 18 / 113
nand2_1: 17 / 63.8
nor2_1: 15 / 56.3
buf_4: 38 / 285
a21o_1: 15 / 113
nand4_1: 11 / 68.8
inv_1: 12 / 45.0
xnor2_1: 26 / 228
ha_1: 16 / 200
dfxtp_1: 34 / 681
final cells by class:
type	instances	area share, %
inverter	14	0.875
multi-input combinational	233	27.5
sequential	119	53.8
clock inverter	8	2.02
tap	133	2.77
clock buffer	15	3.27
timing repair buffer	59	9.71
how the worst max path moves through the flow:
| stage | to | cells past startpoint |
|---|---|---|
| after CTS | C_t[1] | 1 |
| after global routing | C_t[2] | 1 |
| final | C_t[1] | 1 |
kinds of logic after synthesis:
kind of cell / Yosys count
buffers and inverters: 56
flip-flops: 119
other: 2
AND/OR/NAND/NOR: 108
adder cells (fa/ha/maj): 20
AND-OR/OR-AND: 34
XOR/XNOR: 34
per-layer routing:
layer	vias to the layer above	track usage, %
li1	1412	-
met1	1322	26.5
met2	67	27.3
met3	16	4.55
met4	0	3.68
met5	-	0
power breakdown:
part	total (mW)	internal [mW]	switching, mW
Combinational	0.0177	0.0137	0.00403
Sequential	0.686	0.686	0.000111
Clock	0.492	0.279	0.213
Total	1.20	0.979	0.217
flip-flops by register name, indices dropped and copies added, names as in the netlist:
| name | count |
|---|---|
| C_t | 16 |
| H_t | 12 |
| a_dot | 1 |
| b_dot | 28 |
| buffer | 2 |
| buffer2 | 12 |
| count | 32 |
| k | 2 |
| out2_3 | 1 |
| out3_4 | 12 |
| start | 1 |
Power figures rest on the tool's default switching activity, not on a simulated workload.
